[flow/design.v]
module main(
  input           CLK,           
  output          ACT,           
  input  [2:0]    CMD,           
  inout  [7:0]    D,             
  input           SIGMA_IN,
  input           ZMREQ,         
  input           ZIOREQ,        
  input           ZM1,           
  input           ZRD,           
  input           ZSLTSL,        
  output          ZBUSDIR,       
  inout           ZINT,          
  inout           ZWAIT,         
  input [15:0]    ZA,
  inout [7:0]     ZD,            
  output reg [2:0] LED,          
  output reg [1:0] SIGMA_OUT,    
  inout            SNDCLK        
);
assign ACT = ZMREQ & ZIOREQ;
assign ZBUSDIR = 1;  
reg [7:0] fdata;
reg [7:0] zdout;
reg fzint;
reg fwait;
reg freset;
assign SNDCLK = freset ?  1'b0 : 1'bz;
assign ZD[7:0] = ~(ZSLTSL & ZRD) ? zdout[7:0] : 8'bz;
assign ZINT = fzint ?  1'b0 : 1'bz;
assign ZWAIT = fwait ? 1'b0 : 1'bz;
assign parity1 = (^ZA[15:0]) ^ ZIOREQ ^ ZMREQ ^ ZRD ^ ZM1; 
assign parity2 = (^ZD[7:0]); 
assign D = (CMD[2] == 0) ? fdata[7:0] : 8'bz;
always @(*)
begin
    case(CMD[2:0])
      3'b000:    
      begin
        fdata[7:0] = { 
                       parity1,    
                       parity2,    
                       1'b0,       
                       1'b0,       
                       1'b0,       
                       ZMREQ,      
                       ZRD,        
                       ZM1         
                       };
      end
      3'b001:    
      begin
        fdata[7:0] = ZA[7:0];
      end
      3'b010:    
      begin
        fdata[7:0] = ZA[15:8];
      end
      3'b011:    
      begin
        fdata[7:0] = ZD[7:0];
      end
      default:
      begin
        fdata[7:0] = { 
                       LED[2:0],
                       SNDCLK,
                       1'b0,
                       1'b0,
                       ZSLTSL,
                       ZINT
                      };      
      end  
    endcase
end
always @(posedge CLK)
begin
  SIGMA_OUT[1] = SIGMA_IN;  
  SIGMA_OUT[0] = SIGMA_IN;  
end
always @(posedge CLK or negedge SNDCLK)
begin
  if(SNDCLK == 0) begin
    LED[2:1] <= 0;  
    fzint <= 1'b0;
    fwait <= 1'b0;
  end  
  else 
    case(CMD[2:0])
      3'b100:    
      begin
        zdout[7:0] <= D[7:0];
      end
      3'b101:    
      begin
         LED[2:0] <= D[2:0];  
         fzint <= D[4];       
         freset <= D[5];      
      end
    endcase
end
endmodule
[flow/run.sh]
#!/bin/bash
# OpenROAD 26Q1-2900-gdf79404cd8, Yosys 0.63+post, stock flow scripts
make -C /OpenROAD-flow-scripts/flow DESIGN_CONFIG=/design/flow/config.mk WORK_HOME=/design/flow/orfs finish
[flow/config.mk]
export PLATFORM = sky130hd
export DESIGN_NAME = main
export DESIGN_NICKNAME = main
export VERILOG_FILES = /design/flow/design.v
export SDC_FILE = /design/flow/constraint.sdc
export NUM_CORES = 4
export LEC_CHECK = 1
export CORE_AREA = 10 10 70 70
export DIE_AREA = 0 0 80 80
[flow/constraint.sdc]
current_design main

set clk_period 2.5
set clk_io_pct 0.2

create_clock -name clk0 -period $clk_period [get_ports {CLK}]

set non_clock_inputs [all_inputs -no_clocks]
set_input_delay [expr $clk_period * $clk_io_pct] -clock clk0 $non_clock_inputs
set_output_delay [expr $clk_period * $clk_io_pct] -clock clk0 [all_outputs]
==> commit_impl_results.txt <==
Refresh implementation metrics

* Run status: finished, final reports clean
* Post-cts hold buffer count: 0
- After global routing the overflow that remains totals 0.
* Launching element type of the critical path: input port
- Number of buffer cells added on primary ports: 28
* Synth flops: 1
* Max frequency: 424 MHz
* Most area-consuming cells after synthesis: xnor2_1 (25%), buf_4 (23%), nor2_1 (6.5%)
- Xor+xnor area frac: 34.3%
- The script logs the ratio of routed vias to standard cells as approximately 3.5.
- The violation tally recorded at the end of detailed-routing iteration 0 is 5.
* Synthesized-area fraction occupied by adder cells: 0%
- Per the hold report, the tightest min-delay path originates at SIGMA_IN.
- Critical path data arrival time: 1.86 ns
- Top non-seq family: XOR/XNOR gates
- Die H: 80 um
- At the floorplan stage, the core utilization is reported as 15.3%.
- Post-synthesis, Yosys gives the total cell area as 522 sq um.
- Core utilization of the finished layout: 23.6%
- The cell count after synthesis came out at 70.
* Cell accounting for the most synthesized area: xnor2_1
- Synthesized area divided by synthesized cell count: 7.45 sq um
- In this run the count of I/O pins placed on the die edge is ~52.
- Maximum capacitance violations: 0
- In the setup report, the worst path falls into the class input port to primary output.
- After Yosys synthesis, AND-OR and OR-AND compound gates account for 15.1% of the synthesized area.
- Most common flop cell mapped by yosys: dfxtp_1
- Looking at the critical path, the highest net fanout was 2.
- Sequential share of the synthesized area: 3.84%
* Fin crit share: a little over nine tenths
- Synthesis Warnings: 10
* Fin Hold WS: about 0.96 ns
* Placed instance count: 142
- The first global-routing pass estimated 2.75 mm of wire.
* Leakage power: between 0.3 and 0.4 nW
- Leading cell type by number of instances after synthesis: buf_4
* Yosys Instances: ~70
* Vias in the first global route: ~600
- GPL Wtd Cong: 0.732
- Layout overhead on the synthesized area: 54.2%
- Counting flops with a built-in enable in the synthesized netlist gives 0.
- The number of flip-flops under the largest register name is 1.
- Across all stage logs, warnings added up to 28.
* Area share of the leading cell type in the synthesized netlist: 25.2%
- Number of search-and-repair iterations in the first detailed-routing pass: 4
- The global routing report lists combined usage of all routing layers as around 5.3%.
* Class of the tightest hold or removal check: input port to flip-flop
* Final Routed Wirelength: 1.79 mm
- Multiplexer share: between 5 and 6%
* Accumulated negative setup slack: 0 ns
- Final period demand of the worst path: 2.36 ns
- Leading cell types by count after synthesis: buf_4 (16), xnor2_1 (15), nor2_1 (9)
- Highest metal layer used by the detailed router: met3
- Per the synth stats, the proportion of register bits with asynchronous set or reset is 0%.
- Simple share: 13.7%
- # diodes: 0
- Crit path capture: D[7]
* Share of post-route cells with drive strength above 1: 7.29%
- For this block, the via count after detailed routing is between 400 and 500.
* Final tally of hold violations: 0
- IR analysis of the VDD net gives a maximum drop of 91.5 uV.
* Number of cells in the finished layout apart from fillers: roughly 140
* Post-detailed-route count of antenna-violating nets: 0
* Endpoints failing setup: 0
- Synthesized cell area: approximately 520 sq um
* Full die area: 0.00640 sq mm
- Critical path capture point type: primary output
- The script parses the final routing iteration and logs DRC violations as 0.
- Launching instance or port of the critical path: ZA[9]
- Post-DP HPWL: around 1.7 mm
- According to the floorplan log, the row count is 21.
- Core area: 0.00342 sq mm
- Per the detail_route report, routed wire per instance is around 13 um.
* Met2 wire length: 865 um
- Pins over their slew limit: 0
- Maximum number of pins on one net before global-route repair: 13
* Initial antenna violation count: 0
- Setup repair after global routing left no endpoint under its margin.
- The flow reported a cell area power density of 245 mW/mm^2.
* Chip width: ~80 um
* Wire length on met1: approximately 740 um
* Worst EP required: 2.00 ns
- Clock slew at the register clock pins of the worst setup and hold paths: 0 ns
- Unique cell type count in the Yosys netlist: 20
- Sum of met3 wire segment lengths after detailed routing: 185 um
[through the flow]
stage / power (mW) / worst slack (ns) / area (sq um)
2_1_floorplan: 0.138 / 0.525 / 571
3_3_place_gp: 0.192 / -0.102 / 807
3_5_place_dp: 0.193 / -0.125 / 807
4_1_cts: 0.203 / 0.000574 / 805
5_1_grt: 0.214 / 0.0453 / 805
6_report: 0.197 / 0.144 / 805
[cell families (layout without fill, tap and decap cells)]
kind of cell	after synthesis	in the layout
AOI/OAI and AO/OA	10	10
xor gates and xnor gates	18	18
buffers and inverters	20	33
DFF	1	1
muxes	3	3
other	2	15
and+or+nand+nor	16	16
[placed cells by master (no fill, tap or decap), types with 2 or more instances in the layout]
master / synthesis / routed
conb_1: 2 / 15
buf_4: 16 / 4
mux2i_1: 3 / 3
nor2b_1: 3 / 3
xnor2_2: 1 / 2
nor2_1: 9 / 9
clkdlybuf4s50_1: 0 / 16
xnor2_1: 15 / 14
clkdlybuf4s15_1: 0 / 4
a21oi_1: 3 / 3
a22oi_1: 4 / 4
dlygate4sd2_1: 0 / 8
nand2_1: 2 / 2
[worst max-delay path, stage by stage]
cell             delay [ns]
clkdlybuf4s50_1        0.44
xor2_1                 0.18
xnor2_1                0.25
xnor2_2                0.12
xnor2_2                0.15
o41ai_2                0.21
[how the worst min path moves through the flow]
stage | endpoint | slack, ns | cells after the start
CTS | SIGMA_OUT[0] | 0.96 | 1
global route | SIGMA_OUT[0] | 0.99 | 1
finish | SIGMA_OUT[0] | 0.96 | 1
[routing by layer]
layer | up-vias | GRT usage [%]
li1 | 252 | -
met5 | - | 0
met1 | 212 | 6.03
met2 | 28 | 9.39
met4 | 0 | 0
met3 | 0 | 2.27
[final cells by class]
type / count / area [sq um]
fill: 401 / 2610
inverter: 1 / 3.75
multi-input combinational: 62 / 423
sequential: 1 / 20.0
tap: 46 / 57.6
timing repair buffer: 32 / 300
[what timing repair did]
| action | 4_1_cts | 5_1_grt |
|---|---|---|
| buffers inserted | 0 | 0 |
| resized | 17 | 0 |
| pin swaps | 12 | 4 |
| endpoints found under the setup margin | 1 | 1 |
[power breakdown]
group	internal [mW]	switching [mW]	total, mW
Sequential	0.0172	0.000360	0.0175
Combinational	0.112	0.0679	0.180
Clock	0	0	0
Total	0.129	0.0683	0.197
Power figures rest on the tool's default switching activity, not on a simulated workload.
